==> flow/run.sh <==
#!/bin/bash
# OpenROAD 26Q1-2900-gdf79404cd8, Yosys 0.63+post, stock flow scripts
make -C /OpenROAD-flow-scripts/flow DESIGN_CONFIG=/design/flow/config.mk WORK_HOME=/design/flow/orfs finish
==> flow/config.mk <==
export PLATFORM = sky130hd
export DESIGN_NAME = top_2
export DESIGN_NICKNAME = top_2
export VERILOG_FILES = /design/flow/design.v
export SDC_FILE = /design/flow/constraint.sdc
export NUM_CORES = 4
export LEC_CHECK = 1
export CORE_UTILIZATION = 30
==> flow/constraint.sdc <==
current_design top_2

set clk_period 3.2
set clk_io_pct 0.2

create_clock -name clk0 -period $clk_period [get_ports {clk}]

set non_clock_inputs [all_inputs -no_clocks]
set_input_delay [expr $clk_period * $clk_io_pct] -clock clk0 $non_clock_inputs
set_output_delay [expr $clk_period * $clk_io_pct] -clock clk0 [all_outputs]
==> flow/design.v <==
module uart_tx_8n1 (
    clk,         
    txbyte,      
    senddata,    
    txdone,      
    tx,          
    );
    input clk;
    input[7:0] txbyte;
    input senddata;
    output txdone;
    output tx;
    parameter STATE_IDLE=8'd0;
    parameter STATE_STARTTX=8'd1;
    parameter STATE_TXING=8'd2;
    parameter STATE_TXDONE=8'd3;
    reg[7:0] state=8'b0;
    reg[7:0] buf_tx=8'b0;
    reg[7:0] bits_sent=8'b0;
    reg txbit=1'b1;
    reg txdone=1'b0;
    assign tx=txbit;
    always @ (posedge clk) begin
        if (senddata == 1 && state == STATE_IDLE) begin
            state <= STATE_STARTTX;
            buf_tx <= txbyte;
            txdone <= 1'b0;
        end else if (state == STATE_IDLE) begin
            txbit <= 1'b1;
            txdone <= 1'b0;
        end
        if (state == STATE_STARTTX) begin
            txbit <= 1'b0;
            state <= STATE_TXING;
        end
        if (state == STATE_TXING && bits_sent < 8'd8) begin
            txbit <= buf_tx[0];
            buf_tx <= buf_tx>>1;
            bits_sent = bits_sent + 1;
        end else if (state == STATE_TXING) begin
            txbit <= 1'b1;
            bits_sent <= 8'b0;
            state <= STATE_TXDONE;
        end
        if (state == STATE_TXDONE) begin
            txdone <= 1'b1;
            state <= STATE_IDLE;
        end
    end
endmodule
module top (
    clk,
    byte2send,
    tx_start,
    tx_done,
    tx_pin
);
  input clk;
  input [7:0] byte2send;
  input tx_start;
  output tx_done;
  output tx_pin;
  uart_tx_8n1 uart_tx (
      .clk(clk),
      .txbyte(byte2send),
      .senddata(tx_start),
      .txdone(tx_done),
      .tx(tx_pin)
  );
endmodule
module top_2(
    input clk,           
    input sensor1,       
    input sensor2,       
    output reg led,      
    output reg buzzer,   
    output reg [6:0] seg7,  
    output tx_pin,       
    output reg busy      
);
parameter S0 = 2'b00;
parameter S1 = 2'b01;
parameter S2 = 2'b10;
reg [1:0] current_state = S0;
reg [1:0] next_state;
parameter TIMER_LIMIT = 50_000_000;
reg [31:0] timer = 0;
parameter SEG_0 = 7'b0000001;
parameter SEG_1 = 7'b1001111;
reg [7:0] byte2send;
reg tx_start;
wire tx_done;
reg [1:0] uart_step = 0;
uart_tx_8n1 uart_tx (
    .clk(clk),
    .txbyte(byte2send),
    .senddata(tx_start),
    .txdone(tx_done),
    .tx(tx_pin)
);
always @(posedge clk) begin
    current_state <= next_state;
    if(current_state == S1) begin
        timer <= (timer < TIMER_LIMIT) ? timer + 1 : 0;
    end else begin
        timer <= 0;
    end
end
always @(*) begin
    case(current_state)
        S0: next_state = (sensor1 && sensor2) ? S1 : S0;
        S1: next_state = (timer >= TIMER_LIMIT) ? S2 : S1;
        S2: next_state = (sensor1 && sensor2) ? S1 : S0;
        default: next_state = S0;
    endcase
end
always @(posedge clk) begin
    case(current_state)
        S0: {led, buzzer, seg7} <= {1'b0, 1'b0, SEG_0};
        S1: {led, buzzer, seg7} <= {1'b1, 1'b1, SEG_1};
        S2: {led, buzzer, seg7} <= {1'b0, 1'b0, SEG_0};
        default: {led, buzzer, seg7} <= {1'b0, 1'b0, SEG_0};
    endcase
end
always @(posedge clk) begin
    if (sensor1 && sensor2 && !busy) begin
        if (tx_done) begin
            case (uart_step)
                0: begin
                    byte2send <= "a";
                    tx_start <= 1;
                    uart_step <= 1;
                end
                1: begin
                    byte2send <= {7'b0000000, led};
                    tx_start <= 1;
                    uart_step <= 2;
                end
                2: begin
                    byte2send <= "b";
                    tx_start <= 1;
                    uart_step <= 3;
                end
                3: begin
                    byte2send <= {7'b0000000, buzzer};
                    tx_start <= 1;
                    uart_step <= 4;
                end
                4: begin
                    byte2send <= "c";
                    tx_start <= 1;
                    uart_step <= 5;
                end
                5: begin
                    byte2send <= seg7;
                    tx_start <= 1;
                    uart_step <= 0;
                    busy <= 1;
                end
            endcase
        end else begin
            tx_start <= 0;
        end
    end
    if (tx_done && uart_step == 0) begin
        busy <= 0; 
    end
end
endmodule
==> reports/metrics.csv <==
metric,value,unit
run status,"complete, no violations",
Sw Ratio,20.7,%
average size of a mapped cell,10.6,um^2
final antenna diode count,0,
total standard cell area after synthesis,2790,um^2
P_int,1.24,mW
Setup crit start kind,register,
worst hold margin,0.353,ns
Die Span X,98.4,um
minimum setup slack among reg-to-reg paths,1.10,ns
Main synth FF type,sky130_fd_sc_hd__dfxtp_1,
Slowest cell on crit path,sky130_fd_sc_hd__or4_1,
power density normalized to cell area,497,nW/um^2
number of antenna violations at the first check in global routing,0,
total leakage power,1.01,nW
worst slew slack as a fraction of its limit,56.1,%
count of port buffers added during placement,9,
final number of hold-violating endpoints,0,
Critical Path AT,2.36,ns
FP Rows,34,
Overflow after GRT,0,
endpoint of the worst hold-timing path,uart_tx.state[2]$_SDFF_PN0_,
Logic pwr share,1.7,%
Post-CTS Hold Buffers,0,
chip area in the Yosys report,2790,um^2
launching point of the worst reg2reg path,timer[0]$_SDFF_PN0_,
launch point of the critical path,timer[0]$_SDFF_PN0_,
area delta synth->final,12.9,%
vias in the first global route,1710,
most frequent cells after synthesis,"44 x sky130_fd_sc_hd__dfxtp_1, 22 x sky130_fd_sc_hd__edfxtp_1, 14 x sky130_fd_sc_hd__nand2_1, 14 x sky130_fd_sc_hd__nor3_1",
worst-case clock buffer depth,2,
Worst path max stage delay,0.56,ns
overall routed net length,4570,um
proportion of power drawn by flip-flops and latches,55.5,%
number of OpenROAD warnings,28,
placer's final routability congestion estimate,0.812,
remaining design rule violation count,0,
required time of the worst setup path,3.45,ns
Final Cycle Share,65.7,%
Largest type area fraction,31.6,%
start point of the worst min-delay path,uart_tx.state[2]$_SDFF_PN0_,
"Clk Latency, worst-skew pair",0.34,ns
Max Freq,0.476,GHz
total of endpoints with negative setup slack in the final report,0,
cell type with the largest total area,sky130_fd_sc_hd__dfxtp_1,
drt initial violations,81,
dpl hpwl,3050,um
pin count of the biggest net entering global routing,28,
non-filler instance count after layout,387,
cell with the most instances after synthesis,sky130_fd_sc_hd__dfxtp_1,
Core ar.,8850,um^2
final setup TNS,0,ns
CP max FO,10,
power after layout,1.57,mW
DR vias,1871,
clock tree from TritonCTS,built,
final worst clock skew,0.00838,ns
kind of end point of the critical path,register,
post-synthesis cell count,264,
"EDFF count, synth",22,
global-route wire length before repair,7940,um
Synth area leaders,"sky130_fd_sc_hd__dfxtp_1 32%, sky130_fd_sc_hd__edfxtp_1 24%, sky130_fd_sc_hd__a211oi_1 3.5%",
fin crit period,2.10,ns
worst slew pin tran,0.659,ns
worst-path cell chain,ha_1 > nand4_1 > or4_1 > or4_1 > a211oi_1,
Die H,98.4,um
number of distinct library cells after synthesis,43,
floorplan core density,31.5,%
PostCTS Resize Cnt,0,
number of max-cap violations,0,
reg-to-reg critical path endpoint,timer[24]$_SDFF_PN0_,
per-cell via count in the routed design,4.83,
Clock Tree Root,sky130_fd_sc_hd__clkbuf_8,
proportion of layout cells with a drive suffix above 1,9.32,%
flip-flop and latch count after synthesis,66,
CTS Buf Count,9,
most frequent cell on the critical path,sky130_fd_sc_hd__or4_1,
post-route antenna net violation count,0,
Post-CTS Setup Bufs,0,
Hold Path Depth,0,
H-tree Lvls,3,
number of I/O pins,14,
class of the worst hold path,register to register,
clock sink count,66,
register clock-pin slew on the reported worst setup and hold paths,0.07,ns
number of instances in the placed design,371,
post-synthesis sequential area ratio,55.3,%
worst vdd ir,279,uV
yosys stat cell total,264,
overall chip area,9690,um^2
Reg2Reg Depth,5,
Clock power frac,42.7,%
total global-route track usage,10.2,%
unrepaired setup endpoints after global routing,false,
number of warning messages in the yosys log,2,
CP Class,register to register,
1st-pass router iterations,15,
fraction of registers with async set or reset after synthesis,0,%
Pins Over Slew Limit,0,
average detailed-routed wire length per instance,11.8,um
power spent charging and discharging nets,0.325,mW
==> cell usage in the layout (no fill, tap or decap), types with 2 or more instances in the layout <==
cell type and instances:
sky130_fd_sc_hd__nor3_1 14, sky130_fd_sc_hd__and2_1 8, sky130_fd_sc_hd__ha_1 5, sky130_fd_sc_hd__clkinv_4 2, sky130_fd_sc_hd__conb_1 14, sky130_fd_sc_hd__a21oi_1 3, sky130_fd_sc_hd__nand3_1 9, sky130_fd_sc_hd__nand2_1 14
sky130_fd_sc_hd__dfxtp_1 44, sky130_fd_sc_hd__and3_1 4, sky130_fd_sc_hd__clkdlybuf4s50_1 9, sky130_fd_sc_hd__o31ai_1 6, sky130_fd_sc_hd__xor2_1 9, sky130_fd_sc_hd__nand4_1 9, sky130_fd_sc_hd__or3_1 5, sky130_fd_sc_hd__or4_1 12
sky130_fd_sc_hd__a211oi_1 13, sky130_fd_sc_hd__nor4_1 3, sky130_fd_sc_hd__nor2_1 9, sky130_fd_sc_hd__nand2b_1 2, sky130_fd_sc_hd__clkinvlp_4 2, sky130_fd_sc_hd__nor3b_1 2, sky130_fd_sc_hd__edfxtp_1 22, sky130_fd_sc_hd__buf_4 2
sky130_fd_sc_hd__o21ai_0 9, sky130_fd_sc_hd__and4_1 2, sky130_fd_sc_hd__or2_2 2, sky130_fd_sc_hd__mux2_2 3, sky130_fd_sc_hd__xnor2_1 6, sky130_fd_sc_hd__clkbuf_8 9, sky130_fd_sc_hd__inv_1 9
==> power groups by stage <==
| stage | Clock, mW | Sequential (mW) | Combinational [mW] |
|---|---|---|---|
| finish | 0.669 | 0.870 | 0.0268 |
| global route | 0.733 | 0.870 | 0.0303 |
| CTS | 0.692 | 0.870 | 0.0275 |
==> flip-flops by register name, indices dropped and copies added, names as in the netlist, 2 cells and up <==
signal	count
byte2send	3
current_state	2
timer	32
uart_step	2
uart_tx.bits_sent	8
uart_tx.buf_tx	7
uart_tx.state	8
==> cell families after synthesis <==
logic type / after synthesis / synth area share, %
compound gates: 38 / 9.20
xor+xnor: 15 / 4.71
fa+ha+maj: 5 / 2.24
buf+inv: 33 / 5.70
flops: 66 / 55.3
mux: 3 / 1.21
other cells: 2 / 0.269
simple gates: 102 / 21.4
==> metal layers <==
metal	part of all wire (%)	up-vias	global-route usage (%)
li1	-	968	-
met1	51	871	15.6
met2	43	25	15.1
met3	4.7	7	3.25
met4	1.0	0	1.03
met5	0	-	0
==> worst max-delay path: cells and delay by family (launching register included) <==
kind                     cells  cell delay [ns]
AND/OR/NAND/NOR              3             1.17
flip-flops                   1             0.38
adder cells (fa/ha/maj)      1             0.24
AND-OR/OR-AND                1             0.22
==> cell type report <==
class                           count  area (um^2)
Clock inverter                      6         67.6
Fill cell                         880         5700
Clock buffer                       10          128
Tap cell                          108          135
Sequential cell                    66         1540
Multi-Input combinational cell    177         1140
Inverter                            9         33.8
Timing Repair Buffer               11          105
==> per-stage QoR <==
step / cell area, um^2 / setup slack [ns] / utilization, %
after floorplan: 2830 / 1.25 / -
after detailed placement: 2950 / 1.09 / 33.4
after global routing: 3150 / 0.925 / 35.6
after global placement: 2950 / 1.14 / 33.4
after CTS: 3150 / 1.09 / 35.6
final: 3150 / 1.10 / 35.6
==> worst max path at each step <==
| stage | end | slack [ns] |
|---|---|---|
| 6_report | timer[24]$_SDFF_PN0_ | 1.10 |
| 5_1_grt | timer[22]$_SDFF_PN0_ | 0.92 |
| 4_1_cts | timer[24]$_SDFF_PN0_ | 1.09 |
Power is estimated from default activity; no workload was simulated.
