`constraint.sdc`:
```
current_design top

set clk_period 2.9
set clk_io_pct 0.2

create_clock -name clk0 -period $clk_period [get_ports {clk}]

set non_clock_inputs [all_inputs -no_clocks]
set_input_delay [expr $clk_period * $clk_io_pct] -clock clk0 $non_clock_inputs
set_output_delay [expr $clk_period * $clk_io_pct] -clock clk0 [all_outputs]
```
`run.sh`:
```
#!/bin/bash
# OpenROAD 26Q1-2900-gdf79404cd8, Yosys 0.63+post, stock flow scripts
make -C /OpenROAD-flow-scripts/flow DESIGN_CONFIG=/design/flow/config.mk WORK_HOME=/design/flow/orfs finish
```
`design.v`:
```
module uart_tx_8n1 (
    clk,         
    txbyte,      
    senddata,    
    txdone,      
    tx,          
    );
    input clk;
    input[7:0] txbyte;
    input senddata;
    output txdone;
    output tx;
    parameter STATE_IDLE=8'd0;
    parameter STATE_STARTTX=8'd1;
    parameter STATE_TXING=8'd2;
    parameter STATE_TXDONE=8'd3;
    reg[7:0] state=8'b0;
    reg[7:0] buf_tx=8'b0;
    reg[7:0] bits_sent=8'b0;
    reg txbit=1'b1;
    reg txdone=1'b0;
    assign tx=txbit;
    always @ (posedge clk) begin
        if (senddata == 1 && state == STATE_IDLE) begin
            state <= STATE_STARTTX;
            buf_tx <= txbyte;
            txdone <= 1'b0;
        end else if (state == STATE_IDLE) begin
            txbit <= 1'b1;
            txdone <= 1'b0;
        end
        if (state == STATE_STARTTX) begin
            txbit <= 1'b0;
            state <= STATE_TXING;
        end
        if (state == STATE_TXING && bits_sent < 8'd8) begin
            txbit <= buf_tx[0];
            buf_tx <= buf_tx>>1;
            bits_sent = bits_sent + 1;
        end else if (state == STATE_TXING) begin
            txbit <= 1'b1;
            bits_sent <= 8'b0;
            state <= STATE_TXDONE;
        end
        if (state == STATE_TXDONE) begin
            txdone <= 1'b1;
            state <= STATE_IDLE;
        end
    end
endmodule
module top (
    clk,
    byte2send,
    tx_start,
    tx_done,
    tx_pin
);
  input clk;
  input [7:0] byte2send;
  input tx_start;
  output tx_done;
  output tx_pin;
  uart_tx_8n1 uart_tx (
      .clk(clk),
      .txbyte(byte2send),
      .senddata(tx_start),
      .txdone(tx_done),
      .tx(tx_pin)
  );
endmodule
```
`config.mk`:
```
export PLATFORM = sky130hd
export DESIGN_NAME = top
export DESIGN_NICKNAME = top
export VERILOG_FILES = /design/flow/design.v
export SDC_FILE = /design/flow/constraint.sdc
export NUM_CORES = 4
export LEC_CHECK = 1
export CORE_AREA = 10 10 109 109
export DIE_AREA = 0 0 119 119
```
==> flow_summary.ini <==
; generated from flow reports
[outcome]
status = complete, no violations

[clocking]
clockRootBuffer = clkbuf_8
cts_resized = 0
clk_latency_ns = 0.26
cts_inserted_buffers = 3
cts_buffer_depth = 2
htree_levels = 1
clk_pin_slew_ns = 0.08
cts_sinks = 26
cts_hold_buf = 0
cts_setup_buffers = 0
cts_tree = built

[global_routing]
grt_max_degree = 14
grt_antenna_before_repair = 0
overflow = 0
grt_first_pass_wirelength_um = 2880
grt_util_all_layers_pct = 2.56
grt_pass1_vias = 551

[yosys]
syn_inst = 78
yosys_cells = 78
yosysTopAreaCell = edfxtp_1
area_leaders = edfxtp_1, dfxtp_1, mux2_4, clkbuf_1, nor4_4
postSynthSeqShare_pct = 64.5
yosysWarnings = 1
yosysChipArea_sq_um = 1060
synth_area_per_cell_sq_um = 13.5
top_cell_area_share_pct = 45.5
synth.distinct_cells = 31
syn_area_sq_um = 1060
synth.ff_latch_count = 26

[detailed_routing]
final_antenna_net_count = 0
via_count = 529
first_pass_iters = 2
drc = 0
post_drt_wl_per_cell_um = 7.43
vias_per_cell = 2.39
wl_um = 1640
drt_first_iter_violations = 60
antennaDiodeCount = 0

[final_layout]
areaGrowthSynthToFinish_pct = 28.2
final_cells = 221
stdcell_area_sq_um = 1350
seqCellArea_sq_um = 681
drive_gt1_share_pct = 15.9
logic_area_sq_um = 337
lay_top_count = edfxtp_1
final_cell_mix = edfxtp_1, clkdlybuf4s50_1, dfxtp_1
fill_cells = 1090

[sta]
rsz0062_at_grt = false
hold_violations = 0
finalClockPeriodUsage_pct = 67.8
worst_clock_skew_ns = 0.00253
holdWs_ns = 0.356
period_minus_slack_ns = 1.97
totalNegativeSetupSlack_ns = 0
setup_viol = 0
slew_viol_final = 0
max_freq_mhz = 508

[worst_hold_path]
worstHoldStart = uart_tx.state[2]
hold_path.class = flip-flop to flip-flop

[critical_path]
cp-start-kind = flip-flop
end_kind = flip-flop
critPathSlowestCell = or4_4
critical_path_class = flip-flop to flip-flop
crit_required_ns = 2.92
critPathMaxStageDelay_ns = 0.56
path_cells = or4_4 > nor4_4 > nand2b_2 > mux2_4
critical_path_peak_fanout = 11
r2r-start = uart_tx.state[2]
crit_start = uart_tx.state[2]
worstPathArrival_ns = 1.98

[floorplanning]
core_util_floorplan_pct = 11.0
core_sq_um = 9640
die_x_um = 119
rows = 36
die_h_um = 119
ios = 12
chip_area_sq_um = 14200

[power_and_ir_drop]
powerDensity_nw_per_um2 = 465
ir_drop_mv = 0.148
leakagePower_uw = 0.000445

[run]
tool_warnings = 25
cap_violations = 0

[place]
dp_cells = 218
place_congestion = 0.691
io_buffers = 11
placed_area_sq_um = 1310
dp_hpwl_um = 1280
worst max-delay path: cells and delay by family, from the launching register on:
kind	cells	cell delay, ns
AND/OR/NAND/NOR	3	1.05
multiplexers	1	0.36
flip-flops	1	0.31
synth_stat cells (all sizes together):
master and n:
nor2 5, nand3 1, and2 1, nand4b 1, a21oi 3, mux2 7
xor2 1, ha 1, or4 2, o211ai 1, a211oi 1, nand2 3
nand3b 1, nor4 2, xnor2 2, edfxtp 16, nand2b 2, nor2b 1
clkbuf 6, inv 3, o21ai 2, buf 2, dfxtp 10, conb 1
nor3 2, or3 1
sequential cells by signal, indices dropped and copies added, names as in the netlist:
signal,flops
uart_tx.txdone,1
uart_tx.state,8
uart_tx.bits_sent,8
uart_tx.buf_tx,8
uart_tx.txbit,1
report_power, final:
group	switching (uW)	internal [uW]	total [uW]	leakage, uW
sequential	4.68	400	404	0.000218
clock	98.5	92.7	191	0.0000216
combinational	11.5	23.0	34.5	0.000205
metrics by stage:
step                worst slack, ns  utilization (%)  power, uW
floorplan                     0.818                -        429
global placement              0.965             13.6        448
detailed placement            0.914             13.6        448
CTS                           0.915             14.0        639
global route                  0.797             14.0        665
finish                        0.933             14.0        630
kinds of logic (layout without fill, tap and decap cells):
family / after synthesis / after routing / share of synthesized area [%]
and+or+nand+nor: 22 / 22 / 13.4
other: 1 / 4 / 0.355
AOI/OAI and AO/OA: 7 / 7 / 3.79
muxes: 7 / 7 / 9.60
adders and majority gates: 1 / 1 / 1.18
xor gates and xnor gates: 3 / 3 / 2.49
buffers and inverters: 11 / 18 / 4.74
DFF: 26 / 26 / 64.5
path summary, 6_finish.rpt:
path                       end  slack, ns  cells after the start
max          uart_tx.buf_tx[2]       0.93                      4
min           uart_tx.state[2]       0.36                      0
max reg2reg  uart_tx.buf_tx[2]       0.93                      4
min reg2reg   uart_tx.state[2]       0.36                      0
layout make-up:
| cell class | count | share of cell area, % |
|---|---|---|
| Tap cell | 133 | 12.3 |
| Multi-Input combinational cell | 44 | 24.9 |
| Timing Repair Buffer | 12 | 8.69 |
| Sequential cell | 26 | 50.3 |
| Inverter | 3 | 0.832 |
| Clock buffer | 3 | 3.05 |
layer usage:
metal | track usage (%) | share of wire (%) | vias up
li1 | - | - | 288
met5 | 0 | 0 | -
met3 | 1.68 | 9.3 | 0
met4 | 0.0763 | 0 | 0
met2 | 3.04 | 36 | 11
met1 | 3.90 | 55 | 230
Power is estimated from default activity; no workload was simulated.
